File: flow/design.v
module AC_Reg( 
    input INR,clk ,LD,CLR
    ,input[7:0] in 
    ,output reg [7:0] out_ac 
) ; 
initial begin 
     out_ac=8'hac; 
 end 
    always @(posedge clk ) begin 
         if(CLR) begin out_ac<=8'b0; end
         else if (LD) begin out_ac <=in; end
         else if (INR) begin  out_ac<=out_ac+1; end
    end
endmodule
File: flow/run.sh
#!/bin/bash
# OpenROAD 26Q1-2900-gdf79404cd8, Yosys 0.63+post, stock flow scripts
make -C /OpenROAD-flow-scripts/flow DESIGN_CONFIG=/design/flow/config.mk WORK_HOME=/design/flow/orfs finish
File: flow/config.mk
export PLATFORM = sky130hd
export DESIGN_NAME = AC_Reg
export DESIGN_NICKNAME = AC_Reg
export VERILOG_FILES = /design/flow/design.v
export SDC_FILE = /design/flow/constraint.sdc
export NUM_CORES = 4
export LEC_CHECK = 1
export CORE_AREA = 10 10 70 70
export DIE_AREA = 0 0 80 80
File: flow/constraint.sdc
current_design AC_Reg

set clk_period 1.4
set clk_io_pct 0.2

create_clock -name clk0 -period $clk_period [get_ports {clk}]

set non_clock_inputs [all_inputs -no_clocks]
set_input_delay [expr $clk_period * $clk_io_pct] -clock clk0 $non_clock_inputs
set_output_delay [expr $clk_period * $clk_io_pct] -clock clk0 [all_outputs]
==> impl_metrics.yaml <==
# synthesis and place-and-route metrics
place:
  gp_congestion: 0.768
  portBuffers: 19
  dpl.cell_count: 118
  dp_hpwl_um: 1100
detailed_routing:
  wire_per_inst_um: 11.1
  drtIter0Drc: 30
  route.detailed.drc: 0
  diodes: 0
  wl_um: 1370
  vias: 479
  vias_per_cell: 3.89
  drt-pass1-iter-count: 4
  postRouteAntennaNets: 0
pwr:
  irDropWorstVdd_uv: 309
  power.density_nw_per_um2: 725
  fin_total_pwr_mw: 0.565
  p_int_mw: 0.424
  p_sw_mw: 0.142
  leakagePower_nw: 0.333
  seqPwrFrac_pct: 46.4
  clockPowerShare_pct: 31.3
  combinationalPowerShare_pct: 22.3
  sw_frac_of_total_pct: 25.1
floorplanning:
  die_w_um: 80
  core.rowCount: 21
  fp_util_pct: 13.6
  ios: 20
  core-area_um2: 3420
  dieArea_um2: 6400
  die.size.y_um: 80
clock_tree:
  hold_buffers: 0
  cts_buffers: 3
  cts_buffer_depth: 2
  h-tree-depth: 1
  cts-root-buf: "clkbuf_4"
  cts.sinks: 8
  worstSkewPairLatency_ps: 250
  cts_tree: "done"
  clkTransAtPathRegs_ps: 50
sta:
  fin_crit_sh_pct: 96.0
  hold_viol_final: 0
  finalSetupViolCount: 0
  finClkSkew_ps: 0.943
  fmax_ghz: 0.744
  slew_headroom_pct: 83.7
  rsz0062_at_grt: "false"
  fin_crit_ps: 1340
  worstMarginPinSlew_ps: 244
  slew_violations: 0
  fin_hold_ws_ps: 510
grt:
  grt-ovfl-total: 0
  grt_max_degree: 11
  grt_antenna_before_repair: 0
  grt_pass1_wl_um: 2310
  grt_pass1_vias: 499
  grtUsageTotal_pct: 4.57
yosys:
  netlist_area_um2: 464
  numSynthFlops: 8
  synth_cell_type_count: 22
  syn_inst: 53
  ys_seq_share_pct: 34.5
  ys_warn_count: 1
  ys_cells: 53
  ys_area_um2: 464
  postSynthAreaPerCell_um2: 8.76
worst_setup_path:
  critPathSlowestCell: "clkdlybuf4s50_1"
  cp_top_family: "buffers and inverters"
  path_cells: "clkdlybuf4s50_1"
  crit_path_end_kind: "primary output"
  rr_worst_depth: 3
  worst_ep_required_time_ps: 1120
  path_class: "flop to primary output"
  crit_cells: 1
  start_kind: "flop"
  path_buffers: 1
  crit_arrival_ps: 1060
  cp_max_fo: 4
  cpPeakStageDelay_ps: 470
layout:
  layout-drive-gt1-share_pct: 22.1
  lay_top_cells: "11 x clkdlybuf4s50_1, 6 x dfxtp_4, 5 x nor2_1, 5 x buf_4"
  fin_cells: 123
  largest_register_ffs: 8
  nFillCells: 379
  syn2layout_area_growth_pct: 67.9
  regMostFlops: "out_ac"
  logic_area_um2: 274
  regArea_um2: 185
  reg.largest.list: "out_ac (8)"
  lay_top_count: "clkdlybuf4s50_1"
run:
  cap_viol_max_count: 0
  openroad.warnings: 25
status:
  run_status: "finished, final reports clean"
worst_hold_path:
  holdPathStages: 3
  hold_class: "primary input to flop"
[routing by layer]
metal	part of all wire (%)	GRT usage [%]	wire, µm	vias up
met5	0	0	0	-
met2	36	6.02	499	20
met4	0.58	0.352	8	0
li1	-	-	-	249
met3	12	3.41	165	2
met1	51	6.01	696	208
[power groups by stage]
| stage | logic, mW | clock network [mW] | registers (mW) |
|---|---|---|---|
| CTS | 0.127 | 0.186 | 0.267 |
| global route | 0.142 | 0.201 | 0.266 |
| finish | 0.126 | 0.177 | 0.262 |
[Yosys cell counts]
library cell,count,area share (%)
o211ai_1,4,6.5
mux2i_1,2,4.3
o31a_1,1,1.9
buf_4,1,1.6
nand4_1,3,4.0
clkbuf_1,1,0.81
nand2_1,2,1.6
a211oi_1,3,4.9
o21a_1,1,1.6
nor2_1,5,4.0
a21oi_1,3,3.2
or3b_1,1,1.9
ha_1,1,2.7
nand3_1,3,3.2
inv_1,2,1.6
buf_6,1,2.4
nor3b_1,3,4.9
dfxtp_1,8,35
mux2_2,1,2.4
or4_1,2,3.2
nor3_1,1,1.1
xor2_1,4,7.5
[worst paths after layout]
kind	startpoint	endpoint	slack, ps
worst min-delay path	CLR	out_ac[3]$_SDFFE_PP0P_	510
worst max-delay path	out_ac[7]$_SDFFE_PP0P_	out_ac[7]	60
worst min register to register	out_ac[7]$_SDFFE_PP0P_	out_ac[7]$_SDFFE_PP0P_	530
worst max register to register	out_ac[2]$_SDFFE_PP0P_	out_ac[7]$_SDFFE_PP0P_	190
[kinds of logic after synthesis]
kind of cell             after synthesis  synth area share, %
AND-OR/OR-AND                         12                 18.1
adder cells (fa/ha/maj)                1                 2.69
flip-flops                             8                 34.5
buffers and inverters                  5                 6.47
AND/OR/NAND/NOR                       20                 24.0
multiplexers                           3                 6.74
XOR/XNOR                               4                 7.55
[per-stage QoR]
step | area, µm² | setup slack (ps) | utilization, % | setup TNS [ps]
after floorplan | 464 | 11.5 | - | 0
after global placement | 712 | -391 | 20.8 | -1430
final | 779 | 55.8 | 22.8 | 0
after global routing | 779 | 0.696 | 22.8 | 0
after CTS | 753 | 1.09 | 22.1 | 0
after detailed placement | 712 | -375 | 20.8 | -1360
[cell type report]
type,count,area share [%]
clock buffer,3,2.89
inverter,2,0.963
multi-input combinational,40,35.2
sequential,8,23.8
tap,46,7.38
timing repair buffer,24,29.9
[tightest hold or removal path, delay by kind of cell]
family / cells / cell delay, ps
AOI/OAI and AO/OA: 1 / 50
buffers and inverters: 2 / 390
[what timing repair did]
| action | 4_1_cts | 5_1_grt |
|---|---|---|
| buffers inserted | 1 | 1 |
| endpoints found under the setup margin | 9 | 6 |
| pin swaps | 1 | 0 |
| resized | 14 | 8 |
Power figures rest on the tool's default switching activity, not on a simulated workload.
