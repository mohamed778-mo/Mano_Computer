### ./run.sh
#!/bin/bash
# OpenROAD 26Q1-2900-gdf79404cd8, Yosys 0.63+post, stock flow scripts
make -C /OpenROAD-flow-scripts/flow DESIGN_CONFIG=/design/flow/config.mk WORK_HOME=/design/flow/orfs finish
### ./config.mk
export PLATFORM = sky130hd
export DESIGN_NAME = Alu
export DESIGN_NICKNAME = Alu
export VERILOG_FILES = /design/flow/design.v
export SDC_FILE = /design/flow/constraint.sdc
export NUM_CORES = 4
export LEC_CHECK = 1
export CORE_AREA = 10 10 70 70
export DIE_AREA = 0 0 80 80
### ./constraint.sdc
current_design Alu

set clk_period 5.1
set clk_io_pct 0.2

create_clock -name clk0 -period $clk_period

set non_clock_inputs [all_inputs -no_clocks]
set_input_delay [expr $clk_period * $clk_io_pct] -clock clk0 $non_clock_inputs
set_output_delay [expr $clk_period * $clk_io_pct] -clock clk0 [all_outputs]
### ./design.v
module Alu( 
    input wire AND, ADD, LDA, CMA, OR,
    input wire cin,
    input wire [7:0] out_ac, 
    input wire [7:0] out_dr, 
    output reg [7:0] result, 
    output reg cout 
); 
always @(*) begin 
    if (AND) begin 
        result = out_ac & out_dr;
        cout = 0; 
    end
    else if (ADD) begin
        {cout, result} = out_ac + out_dr + cin;
    end
    else if (LDA) begin
        result = out_dr;
        cout = 0; 
    end 
    else if (OR) begin
        result = out_ac | out_dr;
        cout = 0; 
    end
    else if (CMA) begin
        result = ~out_ac;
        cout = 0;
    end
    else begin
        result = out_ac;
        cout = 0;
    end
end
endmodule
==> summary.rpt <==
STATUS
--------------------------------------------------------------------------------------
Outcome                                                                      completed

YOSYS
--------------------------------------------------------------------------------------
Seq/Total Area, Yosys                                                               0%
Chip area estimate from yosys synthesis                                        895 µm²
Number of different library cells in the post-synthesis netlist                     34
Total cells reported by yosys after synthesis                                      127
Mapped Cells                                                                       127
Synthesis Warnings                                                                   1
Syn Std Cell Area                                                              895 µm²
Avg Inst Size Synth                                                           7.04 µm²

FLOW RUN
--------------------------------------------------------------------------------------
Max cap viols                                                                        0
Count of warning messages emitted by the tools                                      41

WORST SETUP PATH
--------------------------------------------------------------------------------------
Worst EP arrival                                                               3.70 ns
Slowest Stage Delay on Critical Path                                           0.51 ns
Critical path start-end classification                                    primary input to primary output
Maximum fanout along the worst path                                                  4
Required arrival time at the worst endpoint                                    4.08 ns
Sequence of cells on the critical path                                    clkdlybuf4s50_1, fa_1, inv_1, fa_1, and2b_1, o31ai_2, a21oi_2, xnor2_1, a221oi_2, clkdlybuf4s50_1
Library cell contributing the largest single delay on the critical path   clkdlybuf4s50_1
Type of element launching the critical path                               primary input
Element type at the critical path end                                     primary output

WORST HOLD PATH
--------------------------------------------------------------------------------------
Class of the most critical hold timing path                               primary input to primary output
Hold path cells                                                                      4

PLACE
--------------------------------------------------------------------------------------
GPL Wtd Cong                                                                     0.889
Post-DP HPWL                                                                   1.94 mm
Number of cells in the design after placement                                      198
Pre-CTS setup slack                                                           0.348 ns
Count of buffers inserted at the top-level ports                                    31

FINAL TIMING
--------------------------------------------------------------------------------------
Unrepaired setup endpoints after global routing                                  false
Count of pins over their slew limit                                                  0
Minimum clock period                                                           4.72 ns
Final clock period utilization by the worst path                                 92.6%
Fmax achieved                                                                  212 MHz
Hold Violations, Final                                                               0
Tightest slew margin relative to the limit                                       59.2%
Measured slew at the worst slew-check pin                                     0.611 ns
Post-route setup slack                                                        0.376 ns
Sum Neg Setup Slack                                                               0 ns
Setup Viol. Count Final                                                              0

PWR
--------------------------------------------------------------------------------------
Total chip power                                                                111 µW
Peak ir drop on the vdd network                                              0.0297 mV
Pwr Density                                                                90.8 mW/mm²
Leakage component of the power                                             0.000581 µW

GLOBAL ROUTE
--------------------------------------------------------------------------------------
Number of global-route vias before repair                                          860
Antenna violations before repair                                                     0
Overflow after GRT                                                                   0
Largest net degree at the start of global routing                                   17
First-pass GRT wire length                                                     3.97 mm
Total global-route track usage                                                   7.24%

CLOCK NETWORK
--------------------------------------------------------------------------------------
Hold-fix buffer count after cts                                                      0
# Post-CTS Setup Buffers                                                             0
CTS-repair resized insts                                                             0

CELLS AND AREA
--------------------------------------------------------------------------------------
Synth-to-Final Area Change                                                       37.1%
Flops                                                                                0
Highest-count cells in the layout ignoring fill and taps                  clkdlybuf4s50_1 (31), inv_1 (19), ha_1 (16)
Clock buffer instance count of the final layout                                      0
Fillers                                                                            357
Final standard cell count with taps included and fillers excluded                  198
Layout cells sized above 1                                                       5.26%
Multi-input logic area                                                         787 µm²
Most common cell after layout, fill and taps aside                        clkdlybuf4s50_1
Sequential standard cell area                                                    0 µm²

DETAILED ROUTING
--------------------------------------------------------------------------------------
Routed wire length per instance                                                12.0 µm
Routed vias/inst                                                                  4.57
Antenna viol nets, final                                                             0
Via count                                                                          904
Final antenna diode count                                                            0
Detailed-routing iteration count for the pre-antenna-repair pass                     4
Total wire length                                                              2.37 mm
Total DRC errors in the routed layout                                                0
Initial DRC count                                                                   39

FLOORPLANNING
--------------------------------------------------------------------------------------
Starting Density                                                                 26.2%
Horizontal extent of the die                                                     80 µm
I/O pin count                                                                       31
Die Span Y                                                                       80 µm
Num rows                                                                            21
Std-Cell Core Area                                                         0.00342 mm²
Full die area                                                              0.00640 mm²

path summary, 6_finish.rpt:
kind	from	end
setup / recovery	out_ac[0]	result[6]
hold / removal	out_dr[2]	result[2]
final cells by class:
| class | instances | area share [%] |
|---|---|---|
| tap | 46 | 4.69 |
| timing repair buffer | 31 | 25.3 |
| multi-input combinational | 102 | 64.2 |
| inverter | 19 | 5.82 |
worst max-delay path: cells and delay by family:
| family | cells | cell delay, ns |
|---|---|---|
| xor+xnor | 1 | 0.14 |
| compound gates | 3 | 0.57 |
| fa+ha+maj | 2 | 0.67 |
| simple gates | 1 | 0.20 |
| buf+inv | 3 | 1.10 |
logic make-up after synthesis:
logic type               after synthesis  synth area share [%]
multiplexers                           1                  1.12
buffers and inverters                 25                  12.0
AND/OR/NAND/NOR                       29                  14.3
adder cells (fa/ha/maj)               18                  26.9
AND-OR/OR-AND                         42                  34.0
XOR/XNOR                              12                  11.7
synth_stat cells:
library cell / count / area [µm²]
clkbuf_2: 1 / 5.00
xor2_1: 10 / 87.6
nor2_1: 8 / 30.0
and2b_1: 1 / 7.51
a221oi_2: 2 / 30.0
o21ai_1: 1 / 5.00
clkbuf_1: 2 / 7.51
a221oi_1: 2 / 17.5
or2_2: 1 / 6.26
a41o_1: 1 / 10.0
nor2b_1: 3 / 18.8
o31ai_1: 1 / 7.51
o21a_1: 1 / 7.51
buf_4: 1 / 7.51
xnor2_1: 2 / 17.5
fa_1: 2 / 40.0
mux2i_1: 1 / 10.0
o211a_1: 2 / 20.0
a21o_2: 1 / 8.76
a211oi_2: 1 / 12.5
a21o_1: 1 / 7.51
buf_6: 1 / 11.3
ha_1: 16 / 200
o211ai_2: 1 / 12.5
inv_1: 19 / 71.3
o31ai_2: 1 / 12.5
nand2b_1: 2 / 12.5
buf_2: 1 / 5.00
a21oi_2: 1 / 8.76
nand2_1: 14 / 52.6
a21oi_1: 9 / 45.0
a32oi_1: 1 / 8.76
o21ai_0: 12 / 60.1
a211oi_1: 4 / 30.0
per-layer routing:
metal	GRT usage [%]	routed length (µm)	up-vias	part of all wire, %
met5	0	0	-	0
met4	0	0	0	0
met3	1.48	152	0	6.4
met2	12.9	1080	15	46
met1	9.22	1140	405	48
li1	-	-	484	-
per-stage QoR:
stage / hold slack [ns] / cell area, µm² / util [%]
final: 3.14 / 1230 / 35.9
after global routing: 3.19 / 1230 / 35.9
after CTS: 3.16 / 1230 / 35.9
after detailed placement: 3.16 / 1230 / 35.9
after global placement: 3.14 / 1230 / 35.9
after floorplan: 2.07 / 895 / -
power breakdown:
group	internal [µW]	switching, µW
clock	0	0
combinational	60.8	50.6
sequential	0	0
total	60.8	50.6
Power is estimated from default activity; no workload was simulated.
