### flow/run.sh
#!/bin/bash
# OpenROAD 26Q1-2900-gdf79404cd8, Yosys 0.63+post, stock flow scripts
make -C /OpenROAD-flow-scripts/flow DESIGN_CONFIG=/design/flow/config.mk WORK_HOME=/design/flow/orfs finish
### flow/config.mk
export PLATFORM = sky130hd
export DESIGN_NAME = BUS_SEL
export DESIGN_NICKNAME = BUS_SEL
export VERILOG_FILES = /design/flow/design.v
export SDC_FILE = /design/flow/constraint.sdc
export NUM_CORES = 4
export LEC_CHECK = 1
export CORE_AREA = 10 10 70 70
export DIE_AREA = 0 0 80 80
### flow/constraint.sdc
current_design BUS_SEL

set clk_period 2.7
set clk_io_pct 0.2

create_clock -name clk0 -period $clk_period

set non_clock_inputs [all_inputs -no_clocks]
set_input_delay [expr $clk_period * $clk_io_pct] -clock clk0 $non_clock_inputs
set_output_delay [expr $clk_period * $clk_io_pct] -clock clk0 [all_outputs]
### flow/design.v
module BUS_SEL( 
    input [7:0] DR, AC, IR, RAM,
    input [3:0] AR, PC,
    input [2:0] s,
    output [7:0] OUT
); 
wire [7:0] mux_out;   
MUX_8to1 mux_8to1( 
    .d0(8'b0),
    .d1(AR), 
    .d2(PC), 
    .d3(DR), 
    .d4(AC), 
    .d5(IR), 
    .d6(8'b0), 
    .d7(RAM),
    .sel(s), 
    .out(OUT) 
); 
endmodule
module MUX_8to1( 
    input [7:0] d0, d3, d4, d5, d6, d7,  
    input [2:0] sel, 
    input [3:0] d2, d1,  
    output reg [7:0] out  
); 
always @* begin 
    case (sel) 
        3'b000: out = d0; 
        3'b001: out = d1; 
        3'b010: out = d2; 
        3'b011: out = d3; 
        3'b100: out = d4; 
        3'b101: out = d5; 
        3'b110: out = d6; 
        3'b111: out = d7; 
    endcase 
end 
endmodule
==> GITHUB_STEP_SUMMARY <==
### Flow metrics

| Metric | Value |
|---|---|
| CP max-delay cell | `clkdlybuf4s50_1` |
| HP Start | `s[2]` |
| Die height | `80 um` |
| CP startpoint kind | `input pin` |
| Initial antenna violation count | `0` |
| Final Core Density | `0.289` |
| Gr ovfl total | `0` |
| Pwr Total | `0.144 mW` |
| Worst Path Max Fanout | `6` |
| Register area | `0 um2` |
| Fin crit period | `2.57 ns` |
| Hold Path Depth | `4` |
| Syn Area/Cell | `7.69 um2` |
| Tool warnings | `32` |
| Layout fillers | `385` |
| Power Dens Cells | `146 mW/mm2` |
| Post-detail-place hpwl | `1760 um` |
| Routed vias/inst | `4.04` |
| CLK BUF | `0` |
| Die area | `0.00640 mm2` |
| IO Count | `51` |
| Worst setup path class | `input pin to primary output` |
| WP data required | `2.16 ns` |
| # DRC | `0` |
| Endpoint class of the critical path | `primary output` |
| Number of max-cap violations | `0` |
| Mapped Cells | `49` |
| Tightest Hold Check Type | `input pin to primary output` |
| Number of global-route vias before repair | `653` |
| Flops | `0` |
| CTS Hold Bufs | `0` |
| Fin worst setup slack | `0.129 ns` |
| CP Cell Sequence | `dlygate4sd2_1, buf_2, and2_0, a221oi_1, clkdlybuf4s50_1` |
| Routed vias | `614` |
| Max-slew violations | `0` |
| Worst vdd ir | `0.0528 mV` |
| Data arrival time of the worst path | `2.03 ns` |
| Drt first pass iters | `4` |
| Ys cells | `49` |
| GRT Util Overall | `0.0582` |
| Post-route cell area | `986 um2` |
| Largest delay share family, worst path | `buffers and inverters` |
| Iter 0 DRT Violations | `17` |
| Core footprint | `0.00342 mm2` |
| Yosys warnings | `1` |
| Outcome | `complete, no violations` |
| Setup slack at placement | `-0.0528 ns` |
| Final ANT Viol Nets | `0` |
| Max Fclk | `389 MHz` |
| # rows | `21` |
| Final-report hold violation count | `0` |
| Share of layout cells above drive strength 1 | `0.208` |
| Endpoints failing setup | `0` |
| Static Leak | `0.384 nW` |
| Terminating pin of the worst hold path | `OUT[2]` |
| Max transition margin | `0.786` |
| Horiz. Die Dim | `80 um` |
| Logic area | `338 um2` |
| WP buf/inv | `3` |
| DR WL/cell | `13.0 um` |
| Post-Syn Area | `377 um2` |
| RSZ-0062 raised after global routing | `false` |
| Final hold slack | `2.02 ns` |
| Synth Seq Share | `0` |
| IO buf count | `51` |
| Largest net degree at the start of global routing | `7` |
| First-pass GRT wire length | `3050 um` |
| Netlist cell types | `17` |
| Initial Util | `0.110` |
| CP peak stage delay | `0.53 ns` |
| Placement Cell Area | `981 um2` |
| Yosys stat area | `377 um2` |
| GP Congestion | `0.793` |
| Worst slew pin tran | `0.321 ns` |
| Final wirelength | `1970 um` |
| Cycle use final | `0.952` |
| Antenna Cells | `0` |
| P&R area growth vs syn | `162%` |
logic make-up (layout without fill, tap and decap cells):
kind of cell | after synthesis | after routing | synth area share
mux | 12 | 12 | 0.355
simple gates | 22 | 22 | 0.302
compound gates | 10 | 10 | 0.239
buf+inv | 5 | 62 | 0.103
stage by stage:
step                cells  setup TNS, ns
global route          152              0
finish                152              0
global placement      151         -0.216
CTS                   152              0
detailed placement    151         -0.306
floorplan              49              0
Yosys cell counts (2+ instances only):
master	number	area [um2]
a21oi_1	2	10.0
a221oi_1	4	35.0
a221oi_2	2	30.0
a22oi_1	2	15.0
buf_6	2	22.5
mux2_2	7	78.8
mux2i_1	4	40.0
nand2_1	4	15.0
nand3_1	12	60.1
nor2b_1	3	18.8
worst min-delay path, stage by stage:
cell	delay [ns]
dlygate4sd2_1	0.30
buf_4	0.17
a21oi_1	0.07
clkdlybuf4s50_1	0.40
where the power goes:
| part | switching (mW) | total (mW) | leakage (nW) | internal, mW |
|---|---|---|---|---|
| Sequential | 0 | 0 | 0 | 0 |
| Clock | 0 | 0 | 0 | 0 |
| Combinational | 0.0391 | 0.144 | 0.384 | 0.104 |
routing by layer:
metal,GRT usage,part of all wire,up-vias
met5,0,0,-
met4,0,0,0
met3,0.0261,0.14,0
met2,0.0843,0.38,44
met1,0.0817,0.48,263
li1,-,-,307
worst max path at each step:
stage	start	endpoint	slack [ns]	cells past startpoint
4_1_cts	s[1]	OUT[1]	0.12	5
5_1_grt	s[1]	OUT[0]	0.02	5
6_report	s[1]	OUT[1]	0.13	5
area by class of cell:
type	count	share of cell area
Timing Repair Buffer	62	0.599
Multi-Input combinational cell	44	0.343
Tap cell	46	0.0584
placed cells by master (no fill, tap or decap), types with 2 or more instances in the layout:
cell	count
dlygate4sd2_1	3
mux2i_1	4
a22oi_1	2
a21oi_1	2
clkdlybuf4s50_1	48
buf_4	9
nor2b_1	3
a221oi_1	4
a221oi_2	2
nand3_1	12
mux2_2	7
nand2_1	4
repair_timing:
item / 4_1_cts / 5_1_grt
resized: 4 / 0
setup endpoints to repair: 8 / 0
buffers inserted: 0 / 0
Power figures rest on the tool's default switching activity, not on a simulated workload.
